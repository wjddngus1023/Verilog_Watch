## flow/config.mk

```make
export PLATFORM = sky130hd
export DESIGN_NAME = LCD_WATCH_DECODER
export DESIGN_NICKNAME = LCD_WATCH_DECODER
export VERILOG_FILES = /design/flow/design.v
export SDC_FILE = /design/flow/constraint.sdc
export NUM_CORES = 4
export LEC_CHECK = 1
export CORE_AREA = 10 10 70 70
export DIE_AREA = 0 0 80 80
export SYNTH_HDL_FRONTEND = slang
```

## flow/constraint.sdc

```tcl
current_design LCD_WATCH_DECODER

set clk_period 1.0
set clk_io_pct 0.2

create_clock -name clk0 -period $clk_period

set non_clock_inputs [all_inputs -no_clocks]
set_input_delay [expr $clk_period * $clk_io_pct] -clock clk0 $non_clock_inputs
set_output_delay [expr $clk_period * $clk_io_pct] -clock clk0 [all_outputs]
```

## flow/design.v

```verilog
module LCD_WATCH_DECODER(
	BCD,LCD_RS,
	LCD_DATA
);
input [3:0]BCD;
input LCD_RS;
output [7:0]LCD_DATA;
wire [7:0]LCD_DATA;
reg[6:0]BUFF;
always @(BCD)
begin
	case(BCD)
		4'b0000: BUFF =7'b1111110;  
		4'b0001: BUFF =7'b0110000;  
		4'b0010: BUFF =7'b1101101;  
		4'b0011: BUFF =7'b1111001;  
		4'b0100: BUFF =7'b0110011;  
		4'b0101: BUFF =7'b1011011;  
		4'b0110: BUFF =7'b1011111;  
		4'b0111: BUFF =7'b1110000;  
		4'b1000: BUFF =7'b1111111;  
		4'b1001: BUFF =7'b1111011;  
		default: BUFF =7'b0000000;  
	endcase
end
assign LCD_DATA={BUFF,LCD_RS};
endmodule
```

## flow/run.sh

```bash
#!/bin/bash
# OpenROAD 26Q1-2900-gdf79404cd8, Yosys 0.63+post, stock flow scripts
make -C /OpenROAD-flow-scripts/flow DESIGN_CONFIG=/design/flow/config.mk WORK_HOME=/design/flow/orfs finish
```

==> GITHUB_STEP_SUMMARY <==
### Metrics collected by this job

| Metric | Value |
|---|---|
| Critical Path End Type | output pin |
| Worst hold path cell count | 0 |
| WS Path Type | in -> out |
| Yosys warning total | 0 |
| Num rows | 21 |
| Port bufs | 11 |
| Hold Vio Cnt, Final | 0 |
| First-pass GRT wire length | 1440 um |
| Tool warnings | 39 |
| Setup slack at placement | -0.966 ns |
| Fin cells | 97 |
| Flop count | 0 |
| Die H | 80 um |
| Routed len/inst | 8.92 um |
| Syn Inst Count | 29 |
| Worst path arrival time | 0.96 ns |
| Post-CTS Hold Fix Bufs | 0 |
| Chip area in the Yosys report | 226 um2 |
| Storage element area | 0 um2 |
| Worst Path Required | 0.80 ns |
| Via Count | 272 |
| GRT Residual Overflow | 0 |
| GRT Total Usage | 0.0268 |
| Vias per cell | 2.80 |
| Final Max Tran Viols | 0 |
| Share of post-route cells with drive strength above 1 | 0.863 |
| Setup ws final | -0.164 ns |
| Max Cap Violations | 0 |
| Routability Congestion | 0.606 |
| Num ports | 13 |
| Detailed Route Iter0 Violations | 12 |
| Count of cell types in the netlist | 14 |
| Number of global-route vias before repair | 319 |
| Inst Count DP | 89 |
| Commonest Layout Cell | buf_6 |
| Slew @ Worst Pin | 0.170 ns |
| Worst hold path type | in -> out |
| Peak VDD IR | 0.0829 mV |
| Die extent in x | 80 um |
| DRT Wirelength | 865 um |
| Seq/Total Area, Yosys | 0 |
| Ys cells | 29 |
| Setup violators final | 7 |
| Fill count | 385 |
| Core area | 0.00342 mm2 |
| Final min period | 1.16 ns |
| Drc violations | 0 |
| Clock buffer cells | 0 |
| MI comb area | 289 um2 |
| Leak | 0.253 nW |
| CP startpoint | BCD[0] |
| Post-detail-place hpwl | 567 um |
| Initial antenna violation count | 0 |
| Pre-antenna DRT Iters | 2 |
| Most common logic cells in the final layout | buf_6 (12), buf_2 (7), buf_4 (6) |
| Fp_density | 0.0663 |
| Largest net degree at the start of global routing | 7 |
| Status | finished, violations left |
| Startpoint of the worst hold path | LCD_RS |
| Pwr dens | 385 mW/mm2 |
| Syn Std Cell Area | 226 um2 |
| Fin Setup TNS | -0.765 ns |
| N_diodes | 0 |
| Violated checks | negative setup slack |
| RSZ-0062 raised after global routing | yes |
| Startpoint types | input pin |
| Period utilisation layout | 1.16 |
| Die area | 0.00640 mm2 |
| Max_slew headroom | 0.883 |
| Avg Cell Area, Syn | 7.81 um2 |
| Highest clock rate | 0.859 GHz |
| Synth-to-Final Area Change | 159% |
| Crit-path max FO | 2 |
| Antenna viol nets, final | 0 |
| Hold endpoint | LCD_DATA[0] |
## cell usage after synthesis (all sizes together)
master	count	share of area
o21a	1	0.033
mux2i	1	0.044
o21ai	1	0.022
ha	6	0.33
a21o	1	0.039
nor2	2	0.033
a21oi	2	0.044
inv	5	0.083
nand2b	1	0.061
xnor2	1	0.039
buf	3	0.13
o22ai	5	0.14
## timing repair
| item | in CTS | in global routing |
|---|---|---|
| resized | 67 | 7 |
| endpoints found under the setup margin | 7 | 7 |
| pin swaps | 10 | 7 |
| gates cloned | 0 | 0 |
| setup buffers | 8 | 0 |
## final cells by class
class	count	area share
tap	46	0.0983
timing repair buffer	25	0.368
inverter	5	0.0406
multi-input combinational	21	0.494
## per-layer routing
layer  wire length [um]  track usage  vias up  part of all wire
met3                127       0.0148        0              0.15
met2                377       0.0449        8              0.44
met5                  0            0        -                 0
met4                  0      0.00176        0                 0
met1                360       0.0304      122              0.42
li1                   -            -      142                 -
## worst max-delay path, cell delays in order
cell	delay [ns]
buf_6	0.10
buf_6	0.11
ha_4	0.15
nor2_4	0.12
a21oi_4	0.05
o22ai_2	0.13
buf_2	0.11
## power by group
part	leakage, nW	switching [W]	internal [W]
clock network	0	0	0
logic	0.253	0.0000928	0.000133
registers	0	0	0
## worst max path at each step
stage | to | cells after the start
after CTS | LCD_DATA[4] | 7
after global routing | LCD_DATA[4] | 7
final | LCD_DATA[4] | 7
## cell families (layout without fill, tap and decap cells)
group                    Yosys count  count (layout)  synth area share
XOR/XNOR                           1               1            0.0387
AND/OR/NAND/NOR                    3               3            0.0939
buffers and inverters              8              30             0.215
multiplexers                       1               1            0.0442
adder cells (fa/ha/maj)            6               6             0.331
AND-OR/OR-AND                     10              10             0.276
## per-stage QoR
step	instance area, um2	power (W)	utilization	hold WS (ns)
2_1_floorplan	226	0.0000657	-	0.466
3_3_place_gp	409	0.000154	0.120	0.400
3_5_place_dp	409	0.000155	0.120	0.400
4_1_cts	552	0.000203	0.162	0.400
5_1_grt	586	0.000251	0.171	0.400
6_report	586	0.000226	0.171	0.400
No activity file was given, so power comes from the tool's default toggle rates.

$ cat /design/flow/design.v
module LCD_PIEZO_EX(
	RESETN,CLK,
	PIEZO
);
input RESETN,CLK;
output PIEZO;
reg BUFF;
integer CNT_SOUND;
integer LIMIT;
wire PIEZO;
	always @(posedge CLK)
	begin
		if(~RESETN)
			begin
				BUFF = 1'b0;
				CNT_SOUND = 0;
			end
		else
			begin
				if(CNT_SOUND >= LIMIT)
					begin
						CNT_SOUND = 0;
						BUFF = ~BUFF;
					end	
				else
					CNT_SOUND = CNT_SOUND + 1;
			end
	end
assign PIEZO = BUFF;
endmodule	
module LCD_WATCH(
	RESETN,CLK,
	H10,H1,M10,M1,S10,S1,
	KEY1,KEY2,KEY3,KEY4,KEY5,KEY6,KEY7,KEY8
);
input RESETN,CLK;
wire [3:0] H10,H1,M10,M1,S10,S1;
integer CNT;
integer CNT_SCAN;
input  KEY1,KEY2,KEY3,KEY4,KEY5,KEY6,KEY7,KEY8;
reg[6:0] HOUR,MIN,SEC;
output [3:0] H10,H1,M10,M1,S10,S1;
reg[3:0] NUM;
always @(posedge CLK)
begin   
	if(~RESETN)
		CNT=0;
	else
		begin
			if(CNT>=99999)
				CNT=0;
			else
				CNT=CNT+1;
		end
end
always @(posedge CLK)
begin	 
	if(~RESETN)
		SEC=0;
	else 
		begin
			if(KEY5 && CNT == 99999)
				SEC = SEC + 1;
			if(KEY6 && CNT == 99999)
				SEC = SEC - 1;
		else 
			begin
				if(CNT==99999)
				begin
					if(SEC>=59)
						SEC=0;
					else
						SEC=SEC+1;
				end
		end
end
end
always @(posedge CLK)
begin   
	if(~RESETN)
		MIN=0;
		else 
		begin
			if(KEY3 && CNT == 99999)
				MIN = MIN + 1;
			if(KEY4 && CNT == 99999)
				MIN = MIN - 1;
		else 
		begin
			if((CNT==99999)&&(SEC==59))
				begin
					if(MIN>=59)
						MIN=0;
					else
						MIN=MIN+1;
				end
		end
end
end
always @(posedge CLK)
begin   
	if(~RESETN)
		HOUR=0;
		else 
		begin
			if(KEY1 && CNT == 99999)
				HOUR = HOUR + 1;
			if(KEY2 && CNT == 99999)
				HOUR = HOUR - 1;
		else 
		begin
			if((CNT==99999)&&(SEC==59)&&(MIN==59))
				begin
					if(HOUR>=23)
						HOUR=0;
					else
						HOUR=HOUR+1;
				end
		end
end
end
LCD_WATCH_SEP S_SEP(SEC,S10,S1);
LCD_WATCH_SEP M_SEP(MIN,M10,M1);
LCD_WATCH_SEP H_SEP(HOUR,H10,H1);
endmodule
module LCD_WATCH_SEP(
	NUMBER,
	SEP_A,SEP_B
	);
	input[6:0] NUMBER;
	output[3:0] SEP_A,SEP_B;
	reg[3:0]SEP_A,SEP_B;
	always @(NUMBER)
	begin
		if (NUMBER <= 9)
			begin
				SEP_A = 3'b000;
				SEP_B = NUMBER[3:0];
			end
	else if (NUMBER <= 19)
		begin
			SEP_A = 1;
			SEP_B = NUMBER - 10;
		end
	else if (NUMBER <= 29)
		begin
			SEP_A = 2;
			SEP_B = NUMBER - 20;
		end
	else if (NUMBER <= 39)
		begin
			SEP_A = 3;
			SEP_B = NUMBER - 30;
		end
	else if (NUMBER <= 49)
		begin
			SEP_A = 4;
			SEP_B = NUMBER - 40;
		end
	else if (NUMBER <= 59)
		begin
			SEP_A = 5;
			SEP_B = NUMBER - 50;
		end
	else if (NUMBER <= 69)
		begin
			SEP_A = 6;
			SEP_B = NUMBER - 60;
		end
	else if (NUMBER <= 79)
		begin
			SEP_A = 7;
			SEP_B = NUMBER - 70;
		end
	else if (NUMBER <= 89)
		begin
			SEP_A = 8;
			SEP_B = NUMBER - 80;
		end
	else if (NUMBER <= 99)
		begin
			SEP_A = 9;
			SEP_B = NUMBER - 90;
		end
	else
		begin
			SEP_A = 0;
			SEP_B = 0;
		end
	end
endmodule
module LCD_WATCH_VFD( 
	RESETN,CLK,
	LCD_E, LCD_RS, LCD_RW, 
	LCD_DATA,H10,H1,M10,M1,S10,S1
);
input RESETN, CLK;
input [3:0]H10,H1,M10,M1,S10,S1;
output LCD_E, LCD_RS, LCD_RW; 
output [7:0] LCD_DATA;
wire LCD_E;
reg LCD_RS, LCD_RW; 
reg [7:0] LCD_DATA;
reg [2:0] STATE;
parameter DELAY = 3'b000,
	FUNCTION_SET = 3'b001, 
	ENTRY_MODE = 3'b010,  
	DISP_ONOFF=3'b011,
	LINE1 = 3'b100,
   LINE2 = 3'b101,
	CLEAR_DISP = 3'b111;
integer CNT;
always @(posedge CLK) 
	begin
	if (RESETN == 1'b0) 
		STATE = DELAY;
	else
		begin
			case (STATE) 
				DELAY :
					if (CNT == 70) STATE = FUNCTION_SET; 
				FUNCTION_SET :
					if (CNT == 30) STATE = DISP_ONOFF; 
				DISP_ONOFF :
					if (CNT == 30) STATE = ENTRY_MODE; 
				ENTRY_MODE :
					if (CNT == 30) STATE = LINE1; 
				LINE1 :
					if (CNT == 20) STATE = LINE2; 
				LINE2 :
					if (CNT == 20) STATE = LINE1;
				CLEAR_DISP :
					if (CNT == 200) STATE = DELAY;
				default : STATE = DELAY; 
			endcase
		end
	end
always @(posedge CLK) 
	begin
		if (RESETN == 1'b0) 
			CNT = 0;
		else
			begin
				case (STATE) 
					DELAY :
						if (CNT >= 70) CNT = 0; 
						else CNT = CNT + 1;
					FUNCTION_SET :
						if (CNT >= 30) CNT = 0; 
						else CNT = CNT + 1;
					DISP_ONOFF :
						if (CNT >= 30) CNT = 0; 
						else CNT = CNT + 1;
					ENTRY_MODE :
						if (CNT >= 30) CNT = 0; 
						else CNT = CNT + 1;
					LINE1 :
						if (CNT >= 20) CNT = 0; 
						else CNT = CNT + 1;
					LINE2 :
						if (CNT >= 20) CNT = 0; 
						else CNT = CNT + 1;
					CLEAR_DISP :
						if (CNT >= 200) CNT = 0; 
						else CNT = CNT + 1;
					default : CNT = 0; 
				endcase
			end
	end
always @(posedge CLK) 
	begin
		if (RESETN == 1'b0)
			begin
				LCD_RS = 1'b1; 
				LCD_RW = 1'b1;
				LCD_DATA = 8'b00000000;
			end 
		else
			begin
				case (STATE) 
					FUNCTION_SET :
						begin
							LCD_RS = 1'b0; 
							LCD_RW = 1'b0;
							LCD_DATA = 8'b00111100;
						end
					DISP_ONOFF :
						begin
							LCD_RS = 1'b0; 
							LCD_RW = 1'b0;
							LCD_DATA = 8'b00001100;
						end
					ENTRY_MODE :
						begin
							LCD_RS = 1'b0; 
							LCD_RW = 1'b0;
							LCD_DATA = 8'b00000110;
						end
					LINE1 :
						begin
							LCD_RW = 1'b0;
							case (CNT) 
								0 :
									begin
										LCD_RS = 1'b0;
										LCD_DATA = 8'b10000000;
									end
								1 :
									begin
										LCD_RS = 1'b1;
										LCD_DATA = 8'b00100000;  
									end
								2 :
									begin
										LCD_RS = 1'b1;
										LCD_DATA = 8'b00100000;  
									end
								3 :
									begin
										LCD_RS = 1'b1;
										LCD_DATA = 8'b00100000;  
									end
								4 :
									begin
										LCD_RS = 1'b1;
										LCD_DATA = 8'b00100000;  
									end
								5 :
									begin
										LCD_RS = 1'b1;
										case(H10)
											4'b0000: LCD_DATA =8'b00110000;  
											4'b0001: LCD_DATA =8'b00110001;  
											4'b0010: LCD_DATA =8'b00110010;  
											4'b0011: LCD_DATA =8'b00110011;  
											4'b0100: LCD_DATA =8'b00110100;  
											4'b0101: LCD_DATA =8'b00110101;  
											4'b0110: LCD_DATA =8'b00110110;  
											4'b0111: LCD_DATA =8'b00110111;  
											4'b1000: LCD_DATA =8'b00111000;  
											4'b1001: LCD_DATA =8'b00111001;  
										endcase						
									end
								6 :
									begin
										LCD_RS = 1'b1;
										case(H1)
											4'b0000: LCD_DATA =8'b00110000;  
											4'b0001: LCD_DATA =8'b00110001;  
											4'b0010: LCD_DATA =8'b00110010;  
											4'b0011: LCD_DATA =8'b00110011;  
											4'b0100: LCD_DATA =8'b00110100;  
											4'b0101: LCD_DATA =8'b00110101;  
											4'b0110: LCD_DATA =8'b00110110;  
											4'b0111: LCD_DATA =8'b00110111;  
											4'b1000: LCD_DATA =8'b00111000;  
											4'b1001: LCD_DATA =8'b00111001;  
										endcase						
									end
								7 :
									begin
										LCD_RS = 1'b1;
										LCD_DATA = 8'b00111010;  
									end
								8 :
									begin
										LCD_RS = 1'b1;
										case(M10)
											4'b0000: LCD_DATA =8'b00110000;  
											4'b0001: LCD_DATA =8'b00110001;  
											4'b0010: LCD_DATA =8'b00110010;  
											4'b0011: LCD_DATA =8'b00110011;  
											4'b0100: LCD_DATA =8'b00110100;  
											4'b0101: LCD_DATA =8'b00110101;  
											4'b0110: LCD_DATA =8'b00110110;  
											4'b0111: LCD_DATA =8'b00110111;  
											4'b1000: LCD_DATA =8'b00111000;  
											4'b1001: LCD_DATA =8'b00111001;  
										endcase						  
									end
								9 :
									begin
										LCD_RS = 1'b1;
										case(M1)
											4'b0000: LCD_DATA =8'b00110000;  
											4'b0001: LCD_DATA =8'b00110001;  
											4'b0010: LCD_DATA =8'b00110010;  
											4'b0011: LCD_DATA =8'b00110011;  
											4'b0100: LCD_DATA =8'b00110100;  
											4'b0101: LCD_DATA =8'b00110101;  
											4'b0110: LCD_DATA =8'b00110110;  
											4'b0111: LCD_DATA =8'b00110111;  
											4'b1000: LCD_DATA =8'b00111000;  
											4'b1001: LCD_DATA =8'b00111001;  
										endcase						 
									end
								10 :
									begin
										LCD_RS = 1'b1;
										LCD_DATA = 8'b00111010;  
									end
								11 :
									begin
										LCD_RS = 1'b1;
										case(S10)
											4'b0000: LCD_DATA =8'b00110000;  
											4'b0001: LCD_DATA =8'b00110001;  
											4'b0010: LCD_DATA =8'b00110010;  
											4'b0011: LCD_DATA =8'b00110011;  
											4'b0100: LCD_DATA =8'b00110100;  
											4'b0101: LCD_DATA =8'b00110101;  
											4'b0110: LCD_DATA =8'b00110110;  
											4'b0111: LCD_DATA =8'b00110111;  
											4'b1000: LCD_DATA =8'b00111000;  
											4'b1001: LCD_DATA =8'b00111001;  
										endcase						  
									end
								12 :
									begin
										LCD_RS = 1'b1;
										case(S1)
											4'b0000: LCD_DATA =8'b00110000;  
											4'b0001: LCD_DATA =8'b00110001;  
											4'b0010: LCD_DATA =8'b00110010;  
											4'b0011: LCD_DATA =8'b00110011;  
											4'b0100: LCD_DATA =8'b00110100;  
											4'b0101: LCD_DATA =8'b00110101;  
											4'b0110: LCD_DATA =8'b00110110;  
											4'b0111: LCD_DATA =8'b00110111;  
											4'b1000: LCD_DATA =8'b00111000;  
											4'b1001: LCD_DATA =8'b00111001;  
										endcase					  
									end
								13 :
									begin
										LCD_RS = 1'b1;
										LCD_DATA = 8'b00100000;  
									end							
								14 :
									begin
										LCD_RS = 1'b1;
										LCD_DATA = 8'b00100000;  
									end						
								15 :
									begin
										LCD_RS = 1'b1;
										LCD_DATA = 8'b00100000;  
									end
								16 :
									begin
										LCD_RS = 1'b1;
										LCD_DATA = 8'b00100000;  
									end
								default :
									begin
										LCD_RS = 1'b1;
										LCD_DATA = 8'b00100000;
									end	
								endcase
							end 
						CLEAR_DISP :
							begin
								LCD_RS = 1'b0;
								LCD_RW = 1'b0;
								LCD_DATA = 8'b00000001;
							end
						default : 
							begin
								LCD_RS = 1'b1; 
								LCD_RW = 1'b1;
								LCD_DATA = 8'b00000000;
							end 
					endcase
			end
		end
assign LCD_E = CLK; 
endmodule
module MINI_LCD_WATCH(CLK,RESETN,
LCD_E,LCD_RS,LCD_RW,LCD_DATA,PIEZO,
   KEY1,KEY2,KEY3,KEY4,KEY5,KEY6,KEY7,KEY8);
	input CLK,RESETN;
	input KEY1,KEY2,KEY3,KEY4,KEY5,KEY6,KEY7,KEY8;
	output LCD_E, LCD_RS, LCD_RW;
	output [7:0] LCD_DATA;
	wire CLK;
	wire LCD_E, LCD_RS, LCD_RW;
	wire [3:0]H10,H1,M10,M1,S10,S1;
	output PIEZO;
	LCD_WATCH X1(RESETN,CLK,H10,H1,M10,M1,S10,S1,KEY1,KEY2,KEY3,KEY4,KEY5,KEY6,KEY7,KEY8);
	LCD_WATCH_VFD X2(RESETN,CLK,LCD_E, LCD_RS, LCD_RW,LCD_DATA,H10,H1,M10,M1,S10,S1);
	LCD_PIEZO_EX X3(RESETN,CLK,PIEZO);
endmodule
$ cat /design/flow/config.mk
export PLATFORM = sky130hd
export DESIGN_NAME = MINI_LCD_WATCH
export DESIGN_NICKNAME = MINI_LCD_WATCH
export VERILOG_FILES = /design/flow/design.v
export SDC_FILE = /design/flow/constraint.sdc
export NUM_CORES = 4
export LEC_CHECK = 1
export CORE_UTILIZATION = 50
export SYNTH_HDL_FRONTEND = slang
$ cat /design/flow/run.sh
#!/bin/bash
# OpenROAD 26Q1-2900-gdf79404cd8, Yosys 0.63+post, stock flow scripts
make -C /OpenROAD-flow-scripts/flow DESIGN_CONFIG=/design/flow/config.mk WORK_HOME=/design/flow/orfs finish
$ cat /design/flow/constraint.sdc
current_design MINI_LCD_WATCH

set clk_period 6.9
set clk_io_pct 0.2

create_clock -name clk0 -period $clk_period [get_ports {CLK}]

set non_clock_inputs [all_inputs -no_clocks]
set_input_delay [expr $clk_period * $clk_io_pct] -clock clk0 $non_clock_inputs
set_output_delay [expr $clk_period * $clk_io_pct] -clock clk0 [all_outputs]
==> ci_impl_report.md <==
## Implementation flow summary

| Metric | Value |
|---|---|
| Result of the run | `completed` |
| Yosys warning count | `32` |
| Pin count of the biggest net entering global routing | `33` |
| Worst hold start | `X2.LCD_DATA[0]$_SDFFE_PN0P_` |
| Area Growth Syn to Fin | `10.4%` |
| Worst slack at placement | `1.70 ns` |
| Detailed-placement wirelength estimate | `16800 µm` |
| EDFF count, synth | `0` |
| Die Span X | `142 µm` |
| Ys flop type | `sky130_fd_sc_hd__dfxtp_1` |
| # fillers | `1734` |
| Sequential-to-total area share from yosys stat | `0.273` |
| Num rows | `50` |
| Final weighted congestion of routability-driven global placement | `0.918` |
| Tool Warnings | `60` |
| Synthesized flop and latch total | `133` |
| Number of cells upsized or downsized after cts | `0` |
| Share of synthesized cell area in full adder, half adder and majority cells | `0.0591` |
| Final routed wirelength across all metal layers | `23800 µm` |
| Pre-placement core utilization | `0.515` |
| Distinct cells, synth | `92` |
| Number of failing hold endpoints at the final stage | `0` |
| Data arrival time of the critical path | `4.08 ns` |
| Yosys simple share | `0.292` |
| Worst-skew pair later-pin latency | `0.53 ns` |
| Placed instance area | `10000 µm²` |
| Die outline area | `20000 µm²` |
| Proportion of register bits with asynchronous set or reset after synthesis | `0` |
| IR drop worst, VDD | `161 µV` |
| Multiplexer share | `0.00951` |
| Worst R2R Setup Slack | `2.80 ns` |
| Final count of pins violating max slew | `0` |
| Hold Path Stages | `2` |
| Endpoint class of the critical path | `output pin` |
| Diode count | `0` |
| Initial antenna violation count | `0` |
| Cell area after synthesis | `9740 µm²` |
| TritonRoute pass-1 iters | `5` |
| Detailed-route vias per instance | `5.87` |
| Actual transition at the worst max-transition pin | `1.03 ns` |
| Xor/xnor share | `0.111` |
| Setup violation total in the final timing report | `0` |
| Mean cell area of the mapped netlist | `about 7.7 µm²` |
| Wire length of the first global-routing pass | `40400 µm` |
| WL/cell | `15.6 µm` |
| Count of buffers inserted at the top-level ports | `18` |
| Final sum of negative setup slack | `0 ns` |
| Slack of the critical path | `between 1 and 1.5 ns` |
| Main kind of combinational logic by area | `simple AND/OR/NAND/NOR gates` |
| Remaining DRCs | `0` |
| Worst Setup Start Kind | `clock port` |
| Fraction of layout cells with a size suffix above 1 | `0.0677` |
| Number of buffers inserted by post-CTS setup repair | `0` |
| Data required time at the worst endpoint | `5.52 ns` |
| Post-route cell area | `10700 µm²` |
| FF-to-FF Start | `X1.HOUR[2]$_SDFF_PN0_` |
| Yosys chip area | `9740 µm²` |
| Terminating pin of the worst hold path | `X2.LCD_DATA[0]$_SDFFE_PN0P_` |
| Routed via count | `8984` |
| Clock input transition at the sequential cells of the worst setup and hold paths | `about 0.06 ns` |
| Crit Path Max Fanout | `2` |
| Worst reg2reg path depth | `12` |
| Unrepaired setup endpoints after global routing | `false` |
| Total power consumption of the routed design | `1900 µW` |
| Hold Path Class | `reg -> reg` |
| Capturing point of the worst reg2reg path | `X2.LCD_DATA[3]$_SDFFE_PN0P_` |
| Number of global-route vias before repair | `approximately 8300` |
| Ao+oa area frac | `0.207` |
| Number of cells in the yosys synthesis report | `1270` |
| I/O pin count | `22` |
| Type of the setup path with the least slack | `clk -> out` |
| All-Layer GR Usage | `0.249` |
| Lkg Pwr | `0.00379 µW` |
| Power Dens Cells | `177 nW/µm²` |
| # hold bufs at CTS | `0` |
| Global route total overflow | `0` |
| Initial DRC count | `~640` |
| Max cap viols | `0` |
| CTS tree | `done` |
| Post-Route Skew | `0.00924 ns` |
| Remaining number of nets flagged by the antenna check after routing | `0` |
| Chip Height | `approximately 140 µm` |
| Crit path from | `CLK` |
| Max-slew headroom | `0.297` |
| Synth Instances | `~1300` |
| Core Region | `18900 µm²` |
Yosys cell counts, types with 15 or more instances:
master                     instances  share of area
sky130_fd_sc_hd__nor2_1          156          0.060
sky130_fd_sc_hd__dfxtp_1         133           0.27
sky130_fd_sc_hd__nand2_1         119          0.046
sky130_fd_sc_hd__nand3_1          63          0.032
sky130_fd_sc_hd__a21oi_1          60          0.031
sky130_fd_sc_hd__xnor2_1          59          0.053
sky130_fd_sc_hd__xor2_1           59          0.053
sky130_fd_sc_hd__inv_1            49          0.019
sky130_fd_sc_hd__o21ai_0          47          0.024
sky130_fd_sc_hd__ha_1             46          0.059
sky130_fd_sc_hd__nor3_1           44          0.023
sky130_fd_sc_hd__clkbuf_1         37          0.014
sky130_fd_sc_hd__and3_1           33          0.021
sky130_fd_sc_hd__or3_1            27          0.017
sky130_fd_sc_hd__nand4_1          24          0.015
sky130_fd_sc_hd__a31oi_1          18          0.012
sky130_fd_sc_hd__buf_2            18         0.0093
sky130_fd_sc_hd__nor4_1           17          0.011
sky130_fd_sc_hd__a211oi_1         16          0.012
sky130_fd_sc_hd__a21o_1           15          0.012
sky130_fd_sc_hd__and2_1           15         0.0096
placed cells by master (no fill, tap or decap), drive strengths merged, types with 10 or more instances in the layout:
master	Yosys	final
a211oi	16	16
inv	49	56
nand4	25	25
a31oi	20	20
a21o	15	15
clkbuf	37	21
xnor2	62	62
nor3	46	46
ha	46	46
clkdlybuf4s50	0	18
and4	10	10
nand2	120	120
nand3	64	64
xor2	59	59
a21oi	61	61
o21ai	52	52
or3	27	27
and3	33	33
and2	15	15
nor2	156	156
dfxtp	133	133
nor4	20	20
worst max-delay path, stage by stage:
cell	delay, ns
sky130_fd_sc_hd__clkbuf_16	0.12
sky130_fd_sc_hd__clkbuf_16	0.13
sky130_fd_sc_hd__clkdlybuf4s50_1	0.39
where the power goes:
group	internal (µW)	switching, µW
Combinational	21.1	38.1
Clock	674	392
Sequential	772	6.41
Total	1470	436
per-stage QoR:
stage | instances | utilization | hold WS (ns)
2_1_floorplan | 1270 | - | 0.417
3_3_place_gp | 1495 | 0.532 | 0.442
3_5_place_dp | 1495 | 0.532 | 0.449
4_1_cts | 1530 | 0.569 | 0.467
5_1_grt | 1530 | 0.569 | 0.491
6_report | 1530 | 0.569 | 0.461
flip-flops by register name, summed over array words and instances, names as in the netlist:
signal / count
X2.LCD_RS: 1
X1.CNT: 32
X1.HOUR: 7
X2.CNT: 32
X2.LCD_DATA: 7
X2.STATE: 6
X3.PIEZO: 1
X1.MIN: 7
X2.LCD_RW: 1
X3.CNT_SOUND: 32
X1.SEC: 7
per-layer routing:
layer  GRT usage  wire length [µm]
met5           0                 0
met3      0.0268               929
met2       0.389             10400
met1       0.384             12200
met4      0.0407               281
kinds of logic after synthesis:
logic type,count (synthesis)
XOR/XNOR,121
flip-flops,133
adder cells (fa/ha/maj),46
buffers and inverters,112
AND-OR/OR-AND,285
other,1
AND/OR/NAND/NOR,563
multiplexers,9
area by class of cell:
type,instances,area (µm²),share of cell area
multi-input cells,1025,6620,0.616
flip-flops and latches,133,2660,0.248
clock buffers,22,524,0.0488
well taps,260,325,0.0303
repair buffers,26,238,0.0221
clock inverters,14,188,0.0175
inverters,50,188,0.0175
worst max path at each step:
| stage | to | slack (ns) | depth (start not counted) |
|---|---|---|---|
| final | LCD_E | 1.44 | 3 |
| after global routing | LCD_E | 1.43 | 3 |
| after CTS | LCD_E | 1.43 | 3 |
Power is estimated from default activity; no workload was simulated.
